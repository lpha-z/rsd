==> flow/design.v <==
package MicroArchConf;
localparam CONF_FETCH_WIDTH = 2;
localparam CONF_DECODE_WIDTH = CONF_FETCH_WIDTH;       
localparam CONF_RENAME_WIDTH = CONF_FETCH_WIDTH;       
localparam CONF_DISPATCH_WIDTH = CONF_FETCH_WIDTH;     
localparam CONF_COMMIT_WIDTH = 2;     
localparam CONF_PSCALAR_NUM = 64;
localparam CONF_ISSUE_QUEUE_ENTRY_NUM = 16;
localparam CONF_ACTIVE_LIST_ENTRY_NUM = 64;
localparam CONF_REPLAY_QUEUE_ENTRY_NUM = 20;
    localparam CONF_INT_ISSUE_WIDTH = 2;
    localparam CONF_COMPLEX_ISSUE_WIDTH = 1;
localparam CONF_LOAD_ISSUE_WIDTH = 1;        
localparam CONF_STORE_ISSUE_WIDTH = 1;       
    localparam CONF_MEM_ISSUE_WIDTH = 2;
    localparam CONF_STORE_ISSUE_LANE_BEGIN = CONF_LOAD_ISSUE_WIDTH;     
localparam CONF_LOAD_QUEUE_ENTRY_NUM = 16;   
localparam CONF_STORE_QUEUE_ENTRY_NUM = 16;  
localparam CONF_BTB_ENTRY_NUM = 1024;
localparam CONF_PHT_ENTRY_NUM = 2048;
localparam CONF_BRANCH_GLOBAL_HISTORY_BIT_WIDTH = 10;    
localparam CONF_MDT_ENTRY_NUM = 1024;    
localparam CONF_DCACHE_WAY_NUM = 2;
localparam CONF_DCACHE_INDEX_BIT_WIDTH = 9 - $clog2(CONF_DCACHE_WAY_NUM);   
localparam CONF_DCACHE_LINE_BYTE_NUM = 8;     
localparam CONF_DCACHE_MSHR_NUM = 2;   
localparam CONF_ICACHE_WAY_NUM = 2;
localparam CONF_ICACHE_INDEX_BIT_WIDTH = 9 - $clog2(CONF_ICACHE_WAY_NUM);
localparam CONF_ICACHE_LINE_BYTE_NUM = 8;     
endpackage : MicroArchConf
module Multiplier #(
    parameter BIT_WIDTH = 32
)(
    input  logic signed [   BIT_WIDTH-1:0 ] srcA,
    input  logic signed [   BIT_WIDTH-1:0 ] srcB,
    output logic signed [ 2*BIT_WIDTH-1: 0] dst
);
    assign dst = srcA * srcB;    
endmodule : Multiplier
module SignExtender #( 
    parameter BIT_WIDTH = 32
)(
    input  logic [   BIT_WIDTH-1:0 ] in, 
    input  logic sign,
    output logic [   BIT_WIDTH:0 ] out
);
    always_comb begin
        if (sign) begin
            out = {in[BIT_WIDTH-1], in};
        end
        else begin
            out = {1'b0, in};
        end
    end    
endmodule : SignExtender
module PipelinedMultiplier #(
    parameter BIT_WIDTH = 32,
    parameter PIPELINE_DEPTH = 3
)(
    input  logic clk, stall,
    input  logic [   BIT_WIDTH-1:0 ] srcA,
    input  logic [   BIT_WIDTH-1:0 ] srcB,
    input  logic signA,
    input  logic signB,
    output logic [ 2*BIT_WIDTH-1:0 ] dst
);
    localparam RESULT_PIPELINE_DEPTH = PIPELINE_DEPTH - 2;
    logic signed [ 2*BIT_WIDTH+1:0 ] pipeReg [RESULT_PIPELINE_DEPTH];  
    logic signed [ 2*BIT_WIDTH+1:0 ] mulResult;
    logic signed [ BIT_WIDTH:0 ] exSrcA;
    logic signed [ BIT_WIDTH:0 ] exSrcB;
    logic signed [ BIT_WIDTH:0 ] exSrcA_Reg;
    logic signed [ BIT_WIDTH:0 ] exSrcB_Reg;
    SignExtender #( 
        .BIT_WIDTH(BIT_WIDTH) 
    ) signExtenderA (
        .in(srcA),
        .sign(signA),
        .out(exSrcA)
    );
    SignExtender #( 
        .BIT_WIDTH(BIT_WIDTH) 
    ) signExtenderB (
        .in(srcB),
        .sign(signB),
        .out(exSrcB)
    );
    generate 
        if (!(PIPELINE_DEPTH > 2)) begin 
            RSD_STATIC_ASSERT_FAILED non_existing_module(); 
        end 
    endgenerate;
    always_comb begin
        (* use_dsp48 = "yes" *)
        mulResult = exSrcA_Reg * exSrcB_Reg;    
        dst = pipeReg[RESULT_PIPELINE_DEPTH-1][2*BIT_WIDTH-1:0];
    end
    always_ff @(posedge clk) begin
        if (stall) begin
            exSrcA_Reg <= exSrcA_Reg;
            exSrcB_Reg <= exSrcB_Reg;
            for ( int i = 0; i < RESULT_PIPELINE_DEPTH; i++) begin
                pipeReg[i] <= pipeReg[i];
            end
        end
        else begin
            exSrcA_Reg <= exSrcA;
            exSrcB_Reg <= exSrcB;
            pipeReg[0] <= mulResult;
            for ( int i = 1; i < RESULT_PIPELINE_DEPTH; i++) begin
                pipeReg[i] <= pipeReg[i-1];
            end
        end
    end
    initial begin
        for ( int i = 0; i < PIPELINE_DEPTH-1; i++)
            pipeReg[i] <= '0;
    end
endmodule : PipelinedMultiplier
==> flow/run.sh <==
#!/bin/bash
# OpenROAD 26Q1-2900-gdf79404cd8, Yosys 0.63+post, stock flow scripts
make -C /OpenROAD-flow-scripts/flow DESIGN_CONFIG=/design/flow/config.mk WORK_HOME=/design/flow/orfs finish
==> flow/config.mk <==
export PLATFORM = sky130hd
export DESIGN_NAME = Multiplier
export DESIGN_NICKNAME = Multiplier
export VERILOG_FILES = /design/flow/design.v
export SDC_FILE = /design/flow/constraint.sdc
export NUM_CORES = 4
export LEC_CHECK = 1
export CORE_UTILIZATION = 30
==> flow/constraint.sdc <==
current_design Multiplier

set clk_period 24.3
set clk_io_pct 0.2

create_clock -name clk0 -period $clk_period

set non_clock_inputs [all_inputs -no_clocks]
set_input_delay [expr $clk_period * $clk_io_pct] -clock clk0 $non_clock_inputs
set_output_delay [expr $clk_period * $clk_io_pct] -clock clk0 [all_outputs]
==> reports/qor.csv <==
metric;value;unit
finalHoldViolCount;0;
cap_viol_max_count;0;
fp.coreArea;119800;um^2
grt_pass1_wl;158.5;mm
antenna_left;0;
areaGrowthSynthToFinish;8.355;%
routedWlPerCell;17.93;um
yosysUniqueCellTypes;61;
die_x;349.5;um
ios;128;
setup_slack;5.558;ns
setup.worst_path.end_class;output pin;
period_minus_slack;18.74;ns
grt_setup_unrepaired;false;
fin_area;39250;um^2
yosys_area;36230;um^2
start_kind;primary input;
top_cells_by_area;fa_1 (60%), inv_1 (9.9%), and2_1 (8.9%);
final_max_slew_viol_count;0;
cp_top_family;adder cells;
holdBufCountCts;0;
drt-initial-drc-count;986;
final_util;32.76;%
crit_fanout;32;
worst_ep_required_time;19.44;ns
yosysTopAreaCell;fa_1;
crit_chain;clkdlybuf4s50_1 > buf_4 > nand2_1 > inv_1 > fa_1 > fa_1 > fa_1 > fa_1 > inv_1 > fa_1 > inv_1 > fa_1 > inv_1 > fa_1 > inv_1 > fa_1 > ha_1 > a21oi_1 > o21ai_0 > nor4_2 > inv_1 > a31o_2 > xnor2_1 > clkdlybuf4s50_1;
vias_per_cell;4.603;
fin_hold_ws;10.97;ns
synth_area;36230;um^2
grt_max_degree;33;
num_rows;127;
drive_gt1_share;2.430;%
overflow;0;
ys_cells;3876;
hold_class;in -> out;
place_hpwl;80.06;mm
die_h;349.5;um
firstDrtPassIters;5;
slowest_delay;0.95;ns
postCtsSetupBuffers;0;
fin_setup_tns;0;ns
setup.worst_path.class;in -> out;
finalClockPeriodUsage;77.13;%
n_antenna_cell;0;
tightest_slew;1.033;ns
grt_pass1_vias;27884;
port_buffers;128;
path_buffers;9;
cpMostUsedCell;fa_1;
setup_viol;0;
slew_headroom;30.42;%
seq_area;0;um^2
fp_util;30.24;%
routed_wl;98.28;mm
post-route-drc-count;0;
worstPathArrival;13.88;ns
syn_area_per_cell;9.347;um^2
grt_util_all_layers;17.82;%
status;complete, no violations;
cts.repair.resized;0;
slowest_stage;fa_1;
via_count;25231;
most-common-layout-cells;fa_1 (1,082), inv_1 (957), nand2_1 (518);
ys_seq_share;0;%
post-place-ws;5.618;ns
warnings;32;
flops;0;
ys_warn_count;0;
synth_top_area_share;59.79;%
fmax;0.05336;GHz
nClkBuffers;0;
final_common_cell;fa_1;
gp_congestion;0.9171;
chip_area;122200;um^2
syn-instance-count;3876;
post_dp_cell_area;39250;um^2
grt_antenna_before_repair;0;
cell families (layout without fill, tap and decap cells):
family,count (synthesis),in the layout,synth area share (%)
buffers and inverters,1161,1154,12.10
adders and majority gates,1266,1266,66.15
and+or+nand+nor,1168,1168,16.25
AOI/OAI and AO/OA,211,211,3.816
xor gates and xnor gates,70,70,1.692
metal layers:
layer | track usage [%] | wire length, um | vias up
met4 | 3.741 | 2647 | 0
met1 | 22.19 | 36330 | 13243
met2 | 30.43 | 51130 | 830
met5 | 0 | 0 | -
li1 | - | - | 11031
met3 | 6.160 | 8172 | 127
synthesized netlist by cell type, drive strengths merged (2+ instances only):
cell	n
nor2	54
a21oi	65
nor2b	5
and3	6
a2111oi	2
ha	184
a31oi	9
xnor2	47
a311o	2
nor3	11
a311oi	4
o311ai	4
o21a	6
xor2	23
buf	7
o21ai	48
nand2	518
inv	957
and4	7
o211ai	3
nor4	3
or2b	2
and2	518
fa	1082
nand4	11
a21o	27
a211oi	9
clkbuf	197
or3	4
nand3	14
a31o	3
nand2b	12
o21bai	15
o221ai	3
a21boi	4
path summary, 6_finish.rpt:
check | startpoint | to | slack [ns] | depth (start not counted)
setup / recovery | srcB[2] | dst[54] | 5.56 | 24
hold / removal | srcB[0] | dst[0] | 10.97 | 4
stage by stage:
step                instances
floorplan                3876
global placement         5481
detailed placement       5481
CTS                      5481
global route             5481
finish                   5481
worst min-delay path: stages:
cell,delay (ns)
clkdlybuf4s50_1,0.40
buf_4,0.25
and2_1,0.21
clkdlybuf4s50_1,0.39
layout make-up:
type	instances	area [um^2]
Fill cell	12303	80560
Inverter	957	3592
Multi-Input combinational cell	2715	31850
Tap cell	1612	2017
Timing Repair Buffer	197	1799
