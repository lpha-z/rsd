==> /design/flow/design.v <==
package MicroArchConf;
localparam CONF_FETCH_WIDTH = 2;
localparam CONF_DECODE_WIDTH = CONF_FETCH_WIDTH;       
localparam CONF_RENAME_WIDTH = CONF_FETCH_WIDTH;       
localparam CONF_DISPATCH_WIDTH = CONF_FETCH_WIDTH;     
localparam CONF_COMMIT_WIDTH = 2;     
localparam CONF_PSCALAR_NUM = 64;
localparam CONF_ISSUE_QUEUE_ENTRY_NUM = 16;
localparam CONF_ACTIVE_LIST_ENTRY_NUM = 64;
localparam CONF_REPLAY_QUEUE_ENTRY_NUM = 20;
    localparam CONF_INT_ISSUE_WIDTH = 2;
    localparam CONF_COMPLEX_ISSUE_WIDTH = 1;
localparam CONF_LOAD_ISSUE_WIDTH = 1;        
localparam CONF_STORE_ISSUE_WIDTH = 1;       
    localparam CONF_MEM_ISSUE_WIDTH = 2;
    localparam CONF_STORE_ISSUE_LANE_BEGIN = CONF_LOAD_ISSUE_WIDTH;     
localparam CONF_LOAD_QUEUE_ENTRY_NUM = 16;   
localparam CONF_STORE_QUEUE_ENTRY_NUM = 16;  
localparam CONF_BTB_ENTRY_NUM = 1024;
localparam CONF_PHT_ENTRY_NUM = 2048;
localparam CONF_BRANCH_GLOBAL_HISTORY_BIT_WIDTH = 10;    
localparam CONF_MDT_ENTRY_NUM = 1024;    
localparam CONF_DCACHE_WAY_NUM = 2;
localparam CONF_DCACHE_INDEX_BIT_WIDTH = 9 - $clog2(CONF_DCACHE_WAY_NUM);   
localparam CONF_DCACHE_LINE_BYTE_NUM = 8;     
localparam CONF_DCACHE_MSHR_NUM = 2;   
localparam CONF_ICACHE_WAY_NUM = 2;
localparam CONF_ICACHE_INDEX_BIT_WIDTH = 9 - $clog2(CONF_ICACHE_WAY_NUM);
localparam CONF_ICACHE_LINE_BYTE_NUM = 8;     
endpackage : MicroArchConf
import BasicTypes::*;
module FlipFlop #( parameter FF_WIDTH = 32, parameter RESET_VALUE = 0 )
(
    output logic [FF_WIDTH-1:0] out,
    input  logic [FF_WIDTH-1:0] in,
    input  logic clk, 
    input  logic rst
);
    logic [FF_WIDTH-1:0] body;
    always_ff@( posedge clk )            
    begin
        if( rst == 1 )                   
            body <= RESET_VALUE;
        else
            body <= in;
    end
    assign out = body;
endmodule : FlipFlop
module FlipFlopWE #( parameter FF_WIDTH = 32, parameter RESET_VALUE = 0 )
(
    output logic [FF_WIDTH-1:0] out,
    input  logic [FF_WIDTH-1:0] in,
    input  logic we,  
    input  logic clk, 
    input  logic rst
);
    logic [FF_WIDTH-1:0] body;
    always_ff@( posedge clk )            
    begin
        if( rst == 1 )                   
            body <= RESET_VALUE;
        else if( we )                    
            body <= in;
        else
            body <= body;
    end
    assign out = body;
endmodule : FlipFlopWE
==> /design/flow/run.sh <==
#!/bin/bash
# OpenROAD 26Q1-2900-gdf79404cd8, Yosys 0.63+post, stock flow scripts
make -C /OpenROAD-flow-scripts/flow DESIGN_CONFIG=/design/flow/config.mk WORK_HOME=/design/flow/orfs finish
==> /design/flow/config.mk <==
export PLATFORM = sky130hd
export DESIGN_NAME = FlipFlopWE
export DESIGN_NICKNAME = FlipFlopWE
export VERILOG_FILES = /design/flow/design.v
export SDC_FILE = /design/flow/constraint.sdc
export NUM_CORES = 4
export LEC_CHECK = 1
export CORE_AREA = 10 10 91 91
export DIE_AREA = 0 0 101 101
==> /design/flow/constraint.sdc <==
current_design FlipFlopWE

set clk_period 1.0
set clk_io_pct 0.2

create_clock -name clk0 -period $clk_period [get_ports {clk}]

set non_clock_inputs [all_inputs -no_clocks]
set_input_delay [expr $clk_period * $clk_io_pct] -clock clk0 $non_clock_inputs
set_output_delay [expr $clk_period * $clk_io_pct] -clock clk0 [all_outputs]
==> flow_results.xml <==
<?xml version="1.0" encoding="UTF-8"?>
<metrics>
  <group name="final_timing">
    <metric name="finalHoldViolCount" unit="">0</metric>
    <metric name="clock_skew" unit="ps">0</metric>
    <metric name="achievable-frequency" unit="MHz">1040</metric>
    <metric name="rsz_0062_raised_after_global_routing" unit="">false</metric>
    <metric name="finalCritPeriodShare" unit="%">95.9</metric>
    <metric name="fin_worst_hold_slack" unit="ps">434</metric>
    <metric name="finalSetupViolations" unit="">0</metric>
    <metric name="timing.max_slew.rel_slack" unit="%">90.7</metric>
    <metric name="final.setup.tns" unit="ps">0</metric>
    <metric name="post-route-min-period" unit="ps">959</metric>
    <metric name="report.final.slew_viol_count" unit="">0</metric>
    <metric name="tightestPinTransition" unit="ps">136</metric>
  </group>
  <group name="synthesis">
    <metric name="netlist_top_cells_count" unit="">sky130_fd_sc_hd__dfxtp_1 (32), sky130_fd_sc_hd__mux2i_1 (32), sky130_fd_sc_hd__nor2_1 (32)</metric>
    <metric name="synth.yosys.seq_area_share" unit="%">55.1</metric>
    <metric name="enable_flop_cells" unit="">0</metric>
    <metric name="async_set_reset_flop_share_out_of_synthesis" unit="%">0</metric>
    <metric name="synth.avg_cell_area" unit="um^2">11.3</metric>
    <metric name="topCellsByArea" unit="">sky130_fd_sc_hd__dfxtp_1 (55%), sky130_fd_sc_hd__mux2i_1 (28%), sky130_fd_sc_hd__nor2_1 (10%)</metric>
    <metric name="syn_inst" unit="">103</metric>
    <metric name="ys_seq_elements" unit="">32</metric>
    <metric name="synth.distinct_cells" unit="">6</metric>
    <metric name="yosysWarningCount" unit="">2</metric>
    <metric name="ys_area" unit="um^2">1160</metric>
    <metric name="netlist.area_leader.share" unit="%">55.1</metric>
    <metric name="ys_cells" unit="">103</metric>
    <metric name="largest_area_cell" unit="">sky130_fd_sc_hd__dfxtp_1</metric>
    <metric name="flop_cell" unit="">sky130_fd_sc_hd__dfxtp_1</metric>
    <metric name="post_synth_instance_area" unit="um^2">1160</metric>
  </group>
  <group name="power">
    <metric name="power.ir.vdd_worst" unit="mV">0.573</metric>
    <metric name="p_clk_share" unit="%">37.0</metric>
    <metric name="pwr-share-comb" unit="%">13.7</metric>
    <metric name="share_seq_of_total_power" unit="%">49.3</metric>
    <metric name="post-layout-total-power" unit="W">0.00284</metric>
    <metric name="total_leakage_power" unit="nW">0.890</metric>
    <metric name="p_per_area" unit="nW/um^2">1500</metric>
    <metric name="power_switching" unit="W">0.000598</metric>
    <metric name="switching_part_of_the_total" unit="%">21.1</metric>
    <metric name="intPower" unit="W">0.00224</metric>
  </group>
  <group name="worst_setup_path">
    <metric name="crit_buf_inv" unit="">1</metric>
    <metric name="startpoint_type" unit="">register</metric>
    <metric name="end_kind" unit="">output pin</metric>
    <metric name="worstPathCellList" unit="">clkdlybuf4s15_1</metric>
    <metric name="cpMaxStageDelayCell" unit="">sky130_fd_sc_hd__dfxtp_2</metric>
    <metric name="path_class" unit="">register to output pin</metric>
    <metric name="critical_path_peak_fanout" unit="">2</metric>
    <metric name="setup_slack_reg_to_reg" unit="ps">290</metric>
    <metric name="worst-endpoint-arrival" unit="ps">760</metric>
    <metric name="timing.critical_path.max_delay_family" unit="">flip-flops</metric>
    <metric name="timing.critical_path.required" unit="ps">800</metric>
    <metric name="cp_slowest_stage_delay" unit="ps">320</metric>
    <metric name="worst_r2r_path_depth" unit="">3</metric>
    <metric name="critical_path.reg2reg.endpoint" unit="">body[17]$_SDFFE_PP0P_</metric>
    <metric name="critical_path.reg2reg.startpoint" unit="">body[17]$_SDFFE_PP0P_</metric>
  </group>
  <group name="die">
    <metric name="io_pins" unit="">67</metric>
    <metric name="die_width" unit="um">101</metric>
    <metric name="fp-utilization" unit="%">18.3</metric>
    <metric name="std_cell_rows" unit="">29</metric>
    <metric name="design.core.area" unit="um^2">6350</metric>
    <metric name="fp.dieArea" unit="um^2">10200</metric>
    <metric name="die_h" unit="um">101</metric>
  </group>
  <group name="finish">
    <metric name="area_delta_synth_final" unit="%">62.8</metric>
    <metric name="comb_area" unit="um^2">440</metric>
    <metric name="finish.instance_area" unit="um^2">1890</metric>
    <metric name="layout_top_registers" unit="">body: 32 flops</metric>
    <metric name="layout.core_utilization" unit="%">29.8</metric>
    <metric name="fill_cells" unit="">668</metric>
    <metric name="largest_register" unit="">body</metric>
    <metric name="regArea" unit="um^2">681</metric>
    <metric name="drive_above_1_share" unit="%">43.1</metric>
    <metric name="largest_register_ff_count" unit="">32</metric>
  </group>
  <group name="global_routing">
    <metric name="grt_usage" unit="%">5.83</metric>
    <metric name="grt_antenna_before_repair" unit="">0</metric>
    <metric name="global_route.overflow_total" unit="">0</metric>
    <metric name="first_global_vias" unit="">930</metric>
    <metric name="first_pass_grt_wire_length" unit="um">4910</metric>
    <metric name="grt_max_degree" unit="">33</metric>
  </group>
  <group name="placement">
    <metric name="detailed_place.area" unit="um^2">1900</metric>
    <metric name="place_congestion" unit="">0.667</metric>
    <metric name="placement.io_buffers" unit="">66</metric>
    <metric name="place_hpwl" unit="um">2290</metric>
  </group>
  <group name="routing">
    <metric name="antennaDiodeCount" unit="">0</metric>
    <metric name="totalWireLength" unit="um">3130</metric>
    <metric name="initialDrtViolationCount" unit="">22</metric>
    <metric name="detailed_routing_iteration_count_for_the_pre_antenna_repair_pass" unit="">4</metric>
    <metric name="vias_per_inst" unit="">3.68</metric>
    <metric name="routed_antenna_nets" unit="">0</metric>
    <metric name="drt_drc_violations_left" unit="">0</metric>
    <metric name="route.detailed.wl_per_inst" unit="um">12.5</metric>
    <metric name="number_of_vias_in_the_routed_layout" unit="">923</metric>
  </group>
  <group name="worst_hold_path">
    <metric name="worst_hold_path.endpoint" unit="">body[11]$_SDFFE_PP0P_</metric>
    <metric name="min_path_cells" unit="">4</metric>
    <metric name="worstHoldPathType" unit="">input pin to register</metric>
    <metric name="worst_hold_start" unit="">we</metric>
  </group>
  <group name="job">
    <metric name="max_cap_check_violation_count" unit="">0</metric>
    <metric name="warnings" unit="">25</metric>
  </group>
  <group name="clock_network">
    <metric name="htree_num_levels" unit="">2</metric>
    <metric name="clockBufferDepth" unit="">2</metric>
    <metric name="clock.latency.late_pin" unit="ps">270</metric>
    <metric name="clock_tree_from_tritoncts" unit="">yes</metric>
    <metric name="clock-root-buffer" unit="">sky130_fd_sc_hd__clkbuf_8</metric>
    <metric name="numClockSinks" unit="">32</metric>
    <metric name="cts_hold_buf" unit="">0</metric>
    <metric name="cts_buffers" unit="">5</metric>
    <metric name="clk_pin_slew" unit="ps">70</metric>
  </group>
  <group name="outcome">
    <metric name="status" unit="">complete, no violations</metric>
  </group>
</metrics>
## power by group through the flow
| stage | registers [W] | clock network (W) | logic [W] |
|---|---|---|---|
| 5_1_grt | 0.00141 | 0.00119 | 0.000432 |
| 6_report | 0.00140 | 0.00105 | 0.000389 |
| 4_1_cts | 0.00140 | 0.00112 | 0.000433 |
## final cells by class
cell class / instances / share of cell area, %
timing repair buffer: 71 / 30.6
multi-input combinational: 64 / 23.2
clock buffer: 7 / 5.09
sequential: 32 / 35.9
tap: 77 / 5.09
## worst max path at each step
stage	from	end	slack, ps	cells after the start
4_1_cts	body[29]$_SDFFE_PP0P_	out[29]	2	1
5_1_grt	body[12]$_SDFFE_PP0P_	out[12]	2	1
6_report	body[12]$_SDFFE_PP0P_	out[12]	40	1
## worst min-delay path: cells and delay by family
kind | cells | cell delay (ps)
buffers and inverters | 2 | 310
muxes | 1 | 80
and+or+nand+nor | 1 | 70
## through the flow
step | instances | setup slack, ps
floorplan | 103 | 207
global placement | 243 | -96.1
detailed placement | 243 | -107
CTS | 251 | 1.84
global route | 251 | 2.18
finish | 251 | 40.8
## what timing repair did
item,4_1_cts,5_1_grt
gates resized,100,27
setup endpoints to repair,32,27
setup buffers,1,0
## cells by family after synthesis
| family | share of synthesized area, % |
|---|---|
| simple gates | 10.3 |
| flops | 55.1 |
| buf+inv | 7.10 |
| mux | 27.5 |
## cell usage in the layout (no fill, tap or decap)
cell type                         instances
sky130_fd_sc_hd__mux2i_1                 32
sky130_fd_sc_hd__clkbuf_8                 7
sky130_fd_sc_hd__clkbuf_2                27
sky130_fd_sc_hd__dfxtp_2                 32
sky130_fd_sc_hd__buf_2                    4
sky130_fd_sc_hd__buf_12                   3
sky130_fd_sc_hd__clkdlybuf4s15_1          2
sky130_fd_sc_hd__clkdlybuf4s50_1         33
sky130_fd_sc_hd__buf_4                    2
sky130_fd_sc_hd__nor2_1                  32
## per-layer routing
| metal | track usage, % | vias to the layer above | wire, um |
|---|---|---|---|
| met5 | 0 | - | 0 |
| met4 | 1.29 | 0 | 77 |
| li1 | - | 480 | - |
| met3 | 2.15 | 5 | 268 |
| met2 | 8.60 | 42 | 1340 |
| met1 | 7.99 | 396 | 1450 |
Power figures rest on the tool's default switching activity, not on a simulated workload.
